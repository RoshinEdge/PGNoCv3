$ cat design/flow/config.mk
export PLATFORM = sky130hd
export DESIGN_NAME = clock_control
export DESIGN_NICKNAME = clock_control
export VERILOG_FILES = /design/flow/design.v
export SDC_FILE = /design/flow/constraint.sdc
export NUM_CORES = 4
export LEC_CHECK = 1
export CORE_AREA = 10 10 106 106
export DIE_AREA = 0 0 116 116
$ cat design/flow/constraint.sdc
current_design clock_control

set clk_period 4.2
set clk_io_pct 0.2

create_clock -name clk0 -period $clk_period [get_ports {clk}]

set non_clock_inputs [all_inputs -no_clocks]
set_input_delay [expr $clk_period * $clk_io_pct] -clock clk0 $non_clock_inputs
set_output_delay [expr $clk_period * $clk_io_pct] -clock clk0 [all_outputs]
$ cat design/flow/design.v
`timescale 1ns / 1ps
module clock_control
#(
        parameter IN_WIDTH = 8,
        parameter OUT_WIDTH = 32
    )
    (
    input clk,
    input data_trans_ready,
    output reg MIPS_CLK = 0,
    output reg begin_trans = 0
    );
    reg [31:0] timer = 0;
    reg no_stop = 1;
    reg parity = 0;
    reg [3:0] state = 0;
    always@(posedge clk)
    begin
        if(no_stop)
        begin
            if( ((IN_WIDTH / OUT_WIDTH)+1) >= timer) timer <= timer + 1;
            else
            begin
                timer <= 0;
                MIPS_CLK <= ~MIPS_CLK;
                parity = ~parity;
            end
        end
        case(state)
        0:
            begin
                if(~parity)
                begin
                    no_stop <= 0;
                    begin_trans <= 1;
                    state <= 1;
                end
            end
        1:
            begin
                if(data_trans_ready)
                    begin
                        no_stop <= 1;
                        state <= 0;
                    end
            end
        endcase
    end
endmodule
$ cat design/flow/run.sh
#!/bin/bash
# OpenROAD 26Q1-2900-gdf79404cd8, Yosys 0.63+post, stock flow scripts
make -C /OpenROAD-flow-scripts/flow DESIGN_CONFIG=/design/flow/config.mk WORK_HOME=/design/flow/orfs finish
==> flow_summary.ini <==
; physical design summary
[status]
status = finished, final reports clean

[floorplanning]
core_area_mm2 = 0.00885
io_pins = 4
rows = 34
die_h_um = 116
die_area_mm2 = 0.0135
die_w_um = 116
fp_util = 0.147

[final_timing]
slew_viol_final = 0
hold_ws_ns = 0.477
clock.fmax_mhz = 517
period_minus_slack_ns = 1.93
setup_violations = 0
period_used_share = 0.461
fin_skew_ns = 0.00452
rsz0062_at_grt = false
finalSetupTns_ns = 0
hold_viol = 0

[yosys]
simple_gate_share = 0.0877
logic_family = simple AND/OR/NAND/NOR gates
avgSynthCellArea_um2 = 20.0
top_cells_by_area = edfxtp_1 (83%), nor4_2 (3.9%), dfxtp_1 (1.5%), nor4_1 (1.4%), ha_1 (0.96%)
ys_warn_count = 1
ys_sh_aoi = 0.0270
fa_ha_area_frac = 0.00963
synth_area_mm2 = 0.00130
ys_seq_frac = 0.848
top_area_frac = 0.832
ys_cells = 65
synth_cell_types = 19
xor_share = 0.0135
ys_area_mm2 = 0.00130
synth_flops = 37
ys_sh_mux = 0
syn_inst = 65
top_area_cell = edfxtp_1

[grt]
grt_pass1_wl_mm = 2.46
first_global_vias = 588
grt_util_all_layers = 0.0228
grt_max_degree = 35
overflow = 0
grt_antenna_before_repair = 0

[worst_setup_path]
path_class = reg2out
cp_cell_sequence = clkdlybuf4s50_1
start_kind = flip-flop
worst-path-stages = 1
crit_arrival_ns = 1.09
cp_num_buf_inv = 1
cpPeakStageDelay_ns = 0.47
path_delay_family = buffers and inverters
crit_slowest_cell = clkdlybuf4s50_1
rr_worst_depth = 4
required_ns = 3.36
worstSetupEndpointType = output port
path_max_fanout = 2

[final_layout]
fillers = 931
seqCellArea_mm2 = 0.00110
areaGrowthSynthToFinish_pct = 27.6
fin_cells = 213
layout.area.comb_um2 = 292
final_cell_mix = edfxtp_1 (36), conb_1 (30), clkbuf_8 (5)
drive_gt1_frac = 0.133
lay_top_count = edfxtp_1
fin_util = 0.187

[clocking]
cts_setup_buffers = 0
cts_hold_buffers = 0
cts-root-buf = clkbuf_8
insertion_delay_ns = 0.28
clockBufferDepth = 2
clk_pin_slew_ns = 0.07
cts_resized = 0
cts_max_level = 2
cts_tree = yes
clock_sinks = 37
numCtsBuffers = 5

[power]
p_leak_nw = 0.576
power_density_mw_per_mm2 = 602
power_mw = 0.998
vdd_drop_max_v = 0.000341

[place]
portBuffers = 3
dpl.hpwl_um = 876
gp_congestion = 0.669
dpl.cell_count = 205

[route]
drc = 0
initialDrtViolationCount = 41
wl_mm = 1.42
vias_per_cell = 2.62
route.antenna.remaining_nets = 0
n_antenna_cell = 0
wl_per_cell_um = 6.69
vias = 558
firstDrtPassIters = 4

[flow_run]
drv_cap = 0
tool_warnings = 25

[worst_hold_path]
holdPathStages = 1
hold_path_class = reg2reg
cell type report:
class	instances	area share
Timing Repair Buffer	4	0.0226
Clock inverter	3	0.00755
Tap cell	108	0.0815
Sequential cell	37	0.664
Multi-Input combinational cell	53	0.176
Inverter	3	0.00679
Clock buffer	5	0.0415
layer usage:
layer  global-route usage  vias to the layer above  part of all wire
met2               0.0300                       14              0.37
li1                     -                      303                 -
met3               0.0141                        8             0.085
met1               0.0293                      233              0.50
met5                    0                        -                 0
met4               0.0100                        0             0.048
sequential cells by signal, indices dropped and copies added (netlist names):
signal / count
timer: 32
MIPS_CLK: 1
begin_trans: 1
no_stop: 1
parity: 1
state: 1
path summary, 6_finish.rpt:
check                                           to                    from  slack (ns)
worst max register to register  state[0]$_DFFE_PP_  timer[6]$_SDFFCE_PP0P_        2.54
worst min register to register      parity$_DFF_P_          parity$_DFF_P_        0.48
worst min-delay path                parity$_DFF_P_          parity$_DFF_P_        0.48
worst max-delay path                      MIPS_CLK      MIPS_CLK$_DFFE_PP_        2.27
through the flow:
| step | worst slack [ns] | instance area, um^2 |
|---|---|---|
| 3_3_place_gp | 2.45 | 1580 |
| 6_report | 2.27 | 1660 |
| 5_1_grt | 2.21 | 1660 |
| 2_1_floorplan | 2.46 | 1400 |
| 3_5_place_dp | 2.45 | 1580 |
| 4_1_cts | 2.24 | 1660 |
Yosys cell counts, drive strengths merged:
cell,instances
conb,2
dfxtp,1
edfxtp,36
ha,1
inv,3
nand2,1
nand4,2
nor2,3
nor3,1
nor4,7
o2111ai,1
o211ai,1
o21a,1
o21ai,1
or2,2
xnor2,1
xor2,1
where the power goes:
part	switching, mW	total (mW)	internal, mW
registers	0.0465	0.620	0.574
logic	0.0982	0.154	0.0556
clock network	0.113	0.224	0.111
kinds of logic (layout without fill, tap and decap cells):
family,after synthesis,count (layout)
simple gates,16,16
other cells,2,30
fa+ha+maj,1,1
buf+inv,3,15
xor+xnor,2,2
compound gates,4,4
flops,37,37
Power figures rest on the tool's default switching activity, not on a simulated workload.
