$ cat /design/flow/design.v
`timescale 1ns / 1ps
module mod_tx_commut
    #(
        parameter IN_WIDTH = 32,
        parameter OUT_WIDTH = 8,
        parameter NUMB_OF_SHIFTS = IN_WIDTH / OUT_WIDTH - 1
    )
(
    input clk,
    input start_sig,
    input [IN_WIDTH - 1:0] in_bus, 
    output [OUT_WIDTH - 1:0] out_bus,
    output reg ready = 0
);
reg [IN_WIDTH - 1:0] shft_reg;
reg [3:0] state = 0;
reg [7:0] len_of_bus = IN_WIDTH >> NUMB_OF_SHIFTS;
assign out_bus = shft_reg[OUT_WIDTH - 1:0];
    always@(posedge clk)
    begin
        case(state)
        0: 
            begin
                begin
                    len_of_bus <= IN_WIDTH >> NUMB_OF_SHIFTS;
                    shft_reg <= in_bus;
                    state <= 1;
                    ready <= 0;
                end
            end
        1:
            begin
                if(len_of_bus != 0)
                begin
                    shft_reg <= shft_reg >> OUT_WIDTH;
                    len_of_bus <= len_of_bus>> 1;
                end
                else 
                    begin  
                        state <= 0;
                        ready <= 1;
                    end
            end
        endcase
    end
endmodule
$ cat /design/flow/run.sh
#!/bin/bash
# OpenROAD 26Q1-2900-gdf79404cd8, Yosys 0.63+post, stock flow scripts
make -C /OpenROAD-flow-scripts/flow DESIGN_CONFIG=/design/flow/config.mk WORK_HOME=/design/flow/orfs finish
$ cat /design/flow/config.mk
export PLATFORM = sky130hd
export DESIGN_NAME = mod_tx_commut
export DESIGN_NICKNAME = mod_tx_commut
export VERILOG_FILES = /design/flow/design.v
export SDC_FILE = /design/flow/constraint.sdc
export NUM_CORES = 4
export LEC_CHECK = 1
export CORE_UTILIZATION = 30
$ cat /design/flow/constraint.sdc
current_design mod_tx_commut

set clk_period 5.0
set clk_io_pct 0.2

create_clock -name clk0 -period $clk_period [get_ports {clk}]

set non_clock_inputs [all_inputs -no_clocks]
set_input_delay [expr $clk_period * $clk_io_pct] -clock clk0 $non_clock_inputs
set_output_delay [expr $clk_period * $clk_io_pct] -clock clk0 [all_outputs]
==> impl_metrics.tcl <==
# collected from the flow reports
set metrics [dict create \
    critPathCaptureType "output pin" \
    syn_area_sq_um 1560 \
    dp_slack_ns 3.06 \
    worstSetupPathType "register to output pin" \
    reg2reg_depth 2 \
    cp_max_fo 1 \
    slowest_stage "clkdlybuf4s50_1" \
    tns_ns 0 \
    route.top_layer_used "met4" \
    layout-drive-gt1-share_pct 25.0 \
    grt_overflow 0 \
    dieWidth_microns 74.2 \
    slew_viol_final 0 \
    ys_chip_area_sq_um 1560 \
    grt_pass1_wl_microns 3510 \
    timing.rr.end "shft_reg[8]" \
    yosysCellCount 86 \
    cp.depth 1 \
    syn_to_final_growth_pct 31.1 \
    yosysWarnings 1 \
    start_kind "register" \
    first_global_vias 770 \
    drc 0 \
    post_drt_via_cell_ratio 4.06 \
    die_h_microns 74.2 \
    crit_required_ns 4.00 \
    fp-utilization_pct 32.1 \
    vdd_ir_drop_max_mv 0.173 \
    relSlewSlack_pct 71.9 \
    synth.mux.area_fraction_pct 17.3 \
    status "finished, final reports clean" \
    core_area_sq_um 4880 \
    drv_cap 0 \
    regToRegStartpoint "len_of_bus[1]" \
    cts_made_buffers 5 \
    grt_max_degree 38 \
    cellPowerDensity_nw_per_um2 274 \
    synth_area_per_cell_sq_um 18.2 \
    wl_met1_microns 988 \
    hp-start "shft_reg[25]" \
    grtUsageTotal_pct 9.05 \
    cts_tree "yes" \
    wl_met3_microns 225 \
    final_cell_area_sq_um 2050 \
    p_leak_nw 0.676 \
    hp-class "register to register" \
    hold_buffers 0 \
    ant_nets 0 \
    ys.flops 37 \
    yosysSeqAreaShare_pct 71.0 \
    worstMarginPinSlew_ns 0.418 \
    warning_count 26 \
    max_freq_mhz 484 \
    largest_reg_flops 32 \
    ys_types 10 \
    synthAdderAreaFrac_pct 0 \
    routed_wl_microns 2210 \
    simple_gate_share_pct 4.64 \
    vias 776 \
    setup_ws_ns 2.93 \
    final-hold-violation-count 0 \
    netlist_instances 86 \
    dp_hpwl_microns 1370 \
    critical_path_buf_inv_count 1 \
    cts_resized 0 \
    fill_cells 445 \
    firstDrtPassIters 2 \
    crit_chain "clkdlybuf4s50_1" \
    clock_sinks 37 \
    period_used_pct 41.3 \
    skew_ns 0.00488 \
    placed_area_sq_um 1970 \
    clock-root-buffer "clkbuf_8" \
    num_rows 25 \
    portBuffers 41 \
    gp_congestion 0.715 \
    synthAoiAreaFrac_pct 0.480 \
    ctsHtreeMaxLevel 2 \
    cts_buffer_depth 2 \
    antenna_found_initial 0 \
    setup-violations-final 0 \
    chipArea_sq_um 5510 \
    rsz0062_at_grt "false" \
    diodes 0 \
    dr_wl_met2_microns 957 \
    clkLatencyLatePin_ns 0.28 \
    post_drt_wl_per_cell_microns 11.6 \
    holdPathStages 1 \
    cp_slowest_stage_delay_ns 0.46 \
    worstPathArrival_ns 1.07 \
    logic_family "multiplexers" \
    io_pins 43 \
    post_cts_buffers 0 \
    drt_iter0_markers 32 \
    regToRegSetupSlack_ns 3.37 \
    min_to "shft_reg[17]" \
    clk_pin_slew_ns 0.07 \
    crit_family "buffers and inverters" \
    total_power_mw 0.562 \
    period_needed_ns 2.07 \
    xor_share_pct 0 \
]
[synth_stat cells (all sizes together)]
master / instances / area (sq um)
buf: 12 / 98.8
mux2: 24 / 270
and2: 2 / 12.5
inv: 1 / 3.75
o31ai: 1 / 7.51
or4b: 1 / 10.0
edfxtp: 37 / 1110
nor2b: 8 / 50.1
[cell type report]
cell class / count / area [sq um] / share of cell area [%]
clock buffer: 6 / 72.6 / 3.54
clock inverter: 1 / 3.75 / 0.183
inverter: 1 / 3.75 / 0.183
multi-input combinational: 36 / 350 / 17.1
sequential: 37 / 1110 / 54.2
tap: 67 / 83.8 / 4.09
timing repair buffer: 43 / 425 / 20.7
[power by group]
| part | switching, mW | internal (mW) | leakage [nW] |
|---|---|---|---|
| Clock | 0.0925 | 0.0938 | 0.0387 |
| Sequential | 0 | 0.340 | 0.346 |
| Combinational | 0.00590 | 0.0299 | 0.292 |
[placed cells by master (no fill, tap or decap), drive strengths merged]
cell type | Yosys | routed
clkdlybuf4s50 | 0 | 41
inv | 1 | 1
mux2 | 24 | 24
o31ai | 1 | 1
and2 | 2 | 2
nor2b | 8 | 8
buf | 12 | 2
clkinv | 0 | 1
or4b | 1 | 1
edfxtp | 37 | 37
clkbuf | 0 | 6
[per-layer routing]
layer	GRT usage, %	vias up
met3	4.53	5
met1	13.3	356
li1	-	385
met2	13.2	30
met4	1.28	0
met5	0	-
[cells by family (layout without fill, tap and decap cells)]
| family | Yosys count | after routing |
|---|---|---|
| flops | 37 | 37 |
| compound gates | 1 | 1 |
| simple gates | 11 | 11 |
| mux | 24 | 24 |
| buf+inv | 13 | 51 |
[how the worst max path moves through the flow]
stage	endpoint	startpoint	slack [ns]
5_1_grt	out_bus[6]	shft_reg[6]	2.88
6_report	out_bus[7]	shft_reg[7]	2.93
4_1_cts	out_bus[7]	shft_reg[7]	2.91
[stage by stage]
step                hold slack [ns]  cells  utilization [%]
global placement              0.529    184             40.5
finish                        0.544    191             42.0
CTS                           0.552    191             42.0
global route                  0.563    191             42.0
detailed placement            0.531    184             40.5
floorplan                     0.451     86                -
Power figures rest on the tool's default switching activity, not on a simulated workload.
