**flow/config.mk**
```make
export PLATFORM = sky130hd
export DESIGN_NAME = mod_rx_commut
export DESIGN_NICKNAME = mod_rx_commut
export VERILOG_FILES = /design/flow/design.v
export SDC_FILE = /design/flow/constraint.sdc
export NUM_CORES = 4
export LEC_CHECK = 1
export CORE_UTILIZATION = 40
```
**flow/constraint.sdc**
```tcl
current_design mod_rx_commut

set clk_period 3.0
set clk_io_pct 0.2

create_clock -name clk0 -period $clk_period [get_ports {clk}]

set non_clock_inputs [all_inputs -no_clocks]
set_input_delay [expr $clk_period * $clk_io_pct] -clock clk0 $non_clock_inputs
set_output_delay [expr $clk_period * $clk_io_pct] -clock clk0 [all_outputs]
```
**flow/design.v**
```verilog
`timescale 1ns / 1ps
module mod_rx_commut#(
        parameter IN_WIDTH = 8,
        parameter OUT_WIDTH = 32
    )
(
    input clk,
    input start_sig,
    input [IN_WIDTH - 1:0] in_bus, 
    output reg [OUT_WIDTH - 1:0] out_bus,
    output reg ready = 0
);
parameter AR_SIZE = OUT_WIDTH / IN_WIDTH;
parameter NUMB_OF_SHIFTS = OUT_WIDTH / IN_WIDTH - 1;
reg [OUT_WIDTH - 1:0] shft_reg = 0;
reg [IN_WIDTH - 1:0] mem_reg = 0;
integer i = 0;
integer index = 0;
reg [IN_WIDTH - 1:0] mem_ar [0:AR_SIZE - 1];
reg [3:0] state = 0;
reg [7:0] len_of_bus = OUT_WIDTH >> NUMB_OF_SHIFTS;
                 always@(*)
                 for(i = 0;i < AR_SIZE; i = i + 1)
                        begin
                            shft_reg[i*IN_WIDTH +: IN_WIDTH] <= mem_ar[i];
                        end 
    always@(posedge clk)
    begin
        case(state)
        0: 
            begin
                if(start_sig)
                begin
                    out_bus <= shft_reg;        
                    state <= 1;
                    ready <= 0;
                end
                else state <= 0;
            end
        1:
            begin
                if(len_of_bus != 0)
                begin
                    mem_ar[index] <= in_bus;
                    len_of_bus <= len_of_bus>> 1;
                    index <= index + 1;
                end
                else 
                    begin 
                        mem_ar[index] <= in_bus;
                        state <= 0;
                        ready <= 1;
                        index <= 0;
                        len_of_bus <= OUT_WIDTH >> NUMB_OF_SHIFTS;
                    end
            end
        endcase
    end
endmodule
```
**flow/run.sh**
```bash
#!/bin/bash
# OpenROAD 26Q1-2900-gdf79404cd8, Yosys 0.63+post, stock flow scripts
make -C /OpenROAD-flow-scripts/flow DESIGN_CONFIG=/design/flow/config.mk WORK_HOME=/design/flow/orfs finish
```
==> qor.txt <==
Run status -> complete, no violations
First-pass GRT wire length -> 4.554 mm
Iteration count of the initial detailed-routing pass -> 4
Synth Cell Area -> 2275 µm²
Internal -> 2.225 mW
Post-route minimum period -> 1.744 ns
Fin worst setup slack -> 1.256 ns
CP top delay family -> buffers and inverters
RSZ-0062 raised after global routing -> no
Fraction of layout cells with a size suffix above 1 -> 0.1293
WP data arrival -> 1.14 ns
Sequential area share after synthesis -> 0.9373
Buf+Inv Stages, Crit Path -> 1
Endpoints failing setup -> 0
Final period util -> 0.5813
CTS Buf Count -> 9
Post-DRT Antenna Nets -> 0
GRT Util Overall -> 0.1162
CP Capture Type -> output pin
Worst-Margin Slew -> 0.5395 ns
CP max stage cell -> clkdlybuf4s50_1
LEAKAGE -> 1.046 nW
Port Buf Inserts -> 42
Dominant Register Cell -> edfxtp_1
Comb power frac -> 0.126
Psw -> 0.5623 mW
FP Core Util -> 0.4131
Vias in the first global route -> 913
Chip area -> 5992 µm²
Slew Limit Fails -> 0
Critical Path, Cell by Cell -> clkdlybuf4s50_1
Flip-flops with a built-in enable -> 71
Final Hold Viols -> 0
Place WS -> 1.071 ns
Clock Sinks -> 71
Yosys top cell by area -> edfxtp_1
Worst min path class -> reg -> reg
Setup bufs post-CTS -> 0
Share of synthesized registers carrying an async set or reset -> 0
Synth Warn # -> 1
Pwr Total -> 2.788 mW
Yosys reg bits -> 71
CTS H-tree depth -> 3
Number of antenna violations at the first check in global routing -> 0
Fillers -> 396
Routed Wire Length -> 2.919 mm
Syn avg cell area -> 25.27 µm²
Die Span Y -> 77.41 µm
Achievable Freq -> 573.4 MHz
Root buffer cell -> clkbuf_8
Row cnt -> 27
Startpoint types -> flip-flop
Max Cap Viol -> 0
Die width -> 77.41 µm
Tally of OpenROAD warnings -> 28
Switching portion of total power -> 0.2017
Pwr Density -> 913.1 nW/µm²
Post-Syn Instances -> 90
Late-Pin Clk Latency -> 0.33 ns
Largest net degree at the start of global routing -> 22
Clock Pin Slew Worst Setup and Hold Paths -> 0.07 ns
Cts repair resizes -> 0
DR vias/cell -> 4.283
Top cells by area -> edfxtp_1, ha_1, and2_1
Top area contributor share -> 0.9373
Clock share of power -> 0.338
# IOs -> 43
Top cells by count -> edfxtp_1, and2_1, ha_1
DPL Wire Length -> 1.888 mm
DRC -> 0
Starting DRC count in detailed routing -> 50
Synthesis-to-layout area growth -> 34.21%
Clock Tree Buf Depth -> 2
CTS tree -> built
CP required -> 2.40 ns
Setup Skew -> 0.004479 ns
Placer Congestion -> 0.7477
Vias -> 938
Hold WS -> 0.4164 ns
Crit-path max cell delay -> 0.48 ns
Cell variety after synth -> 10
Total gr overflow -> 0
Slew Limit Headroom -> 0.6404
Yosys stat area -> 2275 µm²
# Cells Yosys -> 90
TNS Setup -> 0 ns
Maximum VDD drop -> 541.1 µV
CP Max Fanout -> 1
Worst Setup Path Type -> reg -> out
Inserted Diodes -> 0
Final core occ -> 0.5544
Core area -> 5507 µm²
Post-CTS Hold Buffers -> 0
Most numerous cell in the Yosys netlist -> edfxtp_1
Routed len/inst -> 13.33 µm
Sequential power share -> 0.536
-- sequential cells by signal, summed over array words and instances, names as in the netlist --
signal      count
len_of_bus      3
out_bus        32
mem_ar         32
ready           1
state           1
index           2
-- area by class of cell --
cell class / instances / area (µm²) / share of cell area
Timing Repair Buffer: 44 / 435.4 / 0.1426
Sequential cell: 71 / 2132 / 0.6984
Clock inverter: 6 / 133.9 / 0.04385
Tap cell: 72 / 90.09 / 0.02951
Multi-Input combinational cell: 15 / 130.1 / 0.04262
Inverter: 2 / 7.507 / 0.002459
Clock buffer: 9 / 123.9 / 0.04057
-- power by group through the flow --
stage         sequential [mW]  clock, mW  combinational (mW)
global route             1.52       1.01               0.394
CTS                      1.50      0.965               0.362
finish                   1.49      0.943               0.351
-- logic make-up after synthesis --
group,Yosys count,synth area share
flops,71,0.9373
compound gates,1,0.003302
buf+inv,4,0.006603
fa+ha+maj,4,0.02200
simple gates,10,0.03080
-- worst paths after layout --
check                    start      endpoint  slack, ns  cells after the start
setup / recovery    out_bus[5]    out_bus[5]       1.26                      1
hold / removal    mem_ar[0][6]    out_bus[6]       0.42                      0
setup reg to reg      state[0]  mem_ar[2][5]       1.47                      1
hold reg to reg   mem_ar[0][6]    out_bus[6]       0.42                      0
-- per-stage QoR --
stage / instance area (µm²) / std cells
finish: 3053 / 219
global route: 3053 / 219
CTS: 3053 / 219
detailed placement: 2795 / 204
global placement: 2795 / 204
floorplan: 2275 / 90
-- cell usage in the layout, fill, tap and decap left out --
| cell type | instances |
|---|---|
| clkinv_2 | 1 |
| bufinv_16 | 4 |
| and2_1 | 4 |
| nor3_4 | 1 |
| edfxtp_1 | 71 |
| ha_1 | 4 |
| clkbuf_8 | 9 |
| nor2b_1 | 2 |
| clkinv_4 | 1 |
| nand2b_1 | 1 |
| a21o_1 | 1 |
| nor2b_2 | 1 |
| inv_1 | 2 |
| nor2_1 | 1 |
| clkdlybuf4s50_1 | 42 |
| buf_4 | 2 |
-- layer usage --
metal  global-route usage  wire length, µm  vias up
met4              0.03208               59        0
met3              0.06930              371        6
met5                    0                0        -
li1                     -                -      450
met2               0.1531             1257       52
met1               0.1836             1231      430
Power figures rest on the tool's default switching activity, not on a simulated workload.
